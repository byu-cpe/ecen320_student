[design.v]
module write_vga #(
    parameter CIPHER_TEXT_ROW = 10,
    parameter CIPHER_TEXT_COLUMN = 15,
    parameter PLAIN_TEXT_ROW = 11,
    parameter PLAIN_TEXT_COLUMN = 15,
    parameter KEY_ROW = 12,
    parameter KEY_COLUMN = 15
) 
(
    input logic clk,
    input logic rst,
    input logic write_display,
    input logic [127:0] ciphertext,
    input logic [127:0] plaintext,
    input logic [23:0] key,
    output logic [11:0] char_addr,
    output logic [7:0] char_data,
    output logic write_char
);
    localparam CIPHER_TEXT_COLUMNS = $bits(ciphertext) / 8;
    localparam PLAIN_TEXT_COLUMNS = $bits(plaintext) / 8;
    localparam KEY_COLUMNS = $bits(key) / 4;  
    function logic [7:0] nibble_to_char(input logic [3:0] nibble_to_display);
        if (nibble_to_display < 10)
            nibble_to_char = nibble_to_display + 8'h30;  
        else if (nibble_to_display < 16)  
            nibble_to_char = nibble_to_display + 8'd55;  
        else
            nibble_to_char = 8'h3F;  
    endfunction
    typedef enum logic [2:0] {IDLE, WRITE_CIPHERTEXT, WRITE_PLAINTEXT, WRITE_KEY, DONE, ERR='X} StateType;
    StateType ns, cs;
    logic [4:0] cur_text_row, next_text_row;
    logic [6:0] cur_text_col, next_text_col;
    logic [127:0] current_data, data_to_load;
    logic load_data, shift_data;
    always_ff @(posedge clk) begin
        if (rst) begin
            current_data <= 128'h0;
        end
        else if (load_data) begin
            current_data <= data_to_load;
        end
        else if (shift_data) begin
            current_data <= {current_data[119:0], 8'h0};
        end
    end 
    assign char_data = current_data[127:120];
    always_ff @(posedge clk) begin
        if (rst) begin
            cs <= IDLE;
            cur_text_row <= 0;
            cur_text_col <= 0;
        end
        else begin
            cs <= ns;
            cur_text_row <= next_text_row;
            cur_text_col <= next_text_col;
        end
    end 
    logic [47:0] key_ascii;  
    assign key_ascii = {nibble_to_char(key[23:20]), nibble_to_char(key[19:16]), nibble_to_char(key[15:12]), 
        nibble_to_char(key[11:8]), nibble_to_char(key[7:4]), nibble_to_char(key[3:0])};
    always_comb begin
        ns = cs;
        next_text_row = cur_text_row;
        next_text_col = cur_text_col;
        write_char = 0;
        data_to_load = 0;
        shift_data = 0;
        load_data = 0;
        case (cs)
            IDLE: begin
                if (write_display) begin
                    ns = WRITE_CIPHERTEXT;
                    next_text_row = CIPHER_TEXT_ROW;
                    next_text_col = CIPHER_TEXT_COLUMN;
                    data_to_load = ciphertext;
                    load_data = 1;
                end
            end
            WRITE_CIPHERTEXT: begin   
                write_char = 1;
                if (cur_text_col == CIPHER_TEXT_COLUMN + CIPHER_TEXT_COLUMNS - 1) begin
                    ns = WRITE_PLAINTEXT;
                    next_text_col = PLAIN_TEXT_COLUMN;
                    next_text_row = PLAIN_TEXT_ROW;
                    data_to_load = plaintext;
                    load_data = 1;
                end
                else begin
                    shift_data = 1;
                    next_text_col = cur_text_col + 1;
                end
            end
            WRITE_PLAINTEXT: begin   
                write_char = 1;
                if (cur_text_col == PLAIN_TEXT_COLUMN + PLAIN_TEXT_COLUMNS - 1) begin
                    ns = WRITE_KEY;
                    next_text_col = KEY_COLUMN;
                    next_text_row = KEY_ROW;
                    data_to_load = {key_ascii, 80'h0};
                    load_data = 1;
                end
                else begin
                    shift_data = 1;
                    next_text_col = cur_text_col + 1;
                end
            end
            WRITE_KEY: begin   
                write_char = 1;
                if (cur_text_col == KEY_COLUMN + KEY_COLUMNS - 1) begin
                    ns = DONE;
                end
                else begin
                    next_text_col = cur_text_col + 1;
                    shift_data = 1;
                end
            end
            DONE: begin   
                if (~write_display) begin
                    ns = IDLE;
                end
            end
            default: ns = IDLE;
        endcase
    end
    assign char_addr = {cur_text_row, cur_text_col};
endmodule
[run.sh]
#!/bin/bash
# OpenROAD 26Q1-2900-gdf79404cd8, Yosys 0.63+post, stock flow scripts
make -C /OpenROAD-flow-scripts/flow DESIGN_CONFIG=/design/flow/config.mk WORK_HOME=/design/flow/orfs finish
[config.mk]
export PLATFORM = sky130hd
export DESIGN_NAME = write_vga
export DESIGN_NICKNAME = write_vga
export VERILOG_FILES = /design/flow/design.v
export SDC_FILE = /design/flow/constraint.sdc
export NUM_CORES = 4
export LEC_CHECK = 1
export CORE_UTILIZATION = 40
[constraint.sdc]
current_design write_vga

set clk_period 13.0
set clk_io_pct 0.2

create_clock -name clk0 -period $clk_period [get_ports {clk}]

set non_clock_inputs [all_inputs -no_clocks]
set_input_delay [expr $clk_period * $clk_io_pct] -clock clk0 $non_clock_inputs
set_output_delay [expr $clk_period * $clk_io_pct] -clock clk0 [all_outputs]
==> notes.md <==
fresh numbers from the pnr run: Top cell by count, worst path buf_4, layout cells sized above 1 between 10% and 20%, Final setup viols 0, die width between 100 and 150 um, tool warnings 28, Cell Type Count ~59, Yosys chip area 8090 um2, Tcrit/Tclk final between 30% and 40%, status complete, no violations, Hold Vio Cnt, Final 0, average size of a mapped cell a little over 9 um2, Post-CTS Setup Bufs 0, core area roughly 20,000 um2, fin area approximately 12,000 um2, H-Tree Depth 4, Clock Path Buffers 2, Area Growth Syn to Fin 44.0%, Critical Path End Type flip-flop, Critical Path AT between 5000 and 6000 ps, Hold-fix buffers, CTS 0, Post-DRT Antenna Nets 0, Combinational Power Share roughly 23%, first-pass GRT wire length 44,400 um, Post-CTS Resized 0, Ports between 300 and 400, CTS root buf clkbuf_16, largest net degree at the start of global routing around 80, Flop pwr share 39.4%, CP Cell Sequence clkdlybuf4s50_1 -> and2_4 -> buf_4 -> buf_4 -> o32ai_1 -> a221oi_1 -> nor2_1, FF-to-FF Start cur_text_col[1], ANT cells 0, worst min path class flip-flop to flip-flop, Hold Path Stages 2, vias in the first global route just under 8k, Routed WL per cell 21.5 um, Sw Pwr roughly 0.38 mW, Worst Tran Pin Value slightly above 900 ps, Slew HR around 38%, drt via density ~6, cell taking the most area after synthesis dfxtp_1, CP max stage delay just over 600 ps, CTS tree yes, Latency at later pin ~420 ps, clock skew between 9 and 10 ps, max cap viols 0, Internal 0.919 mW, area of the die approximately 21,000 um2, ys async rst share 0%, Max-area cell share a little over a third, GP Congestion roughly 0.9, cts bufs inserted 17, Filler Cells Inserted around 1.8k, Mapped Area 8090 um2, Switching Fraction between 20 and 30%, maximum VDD drop 0.109 mV, Dominant Register Cell dfxtp_1, initial antenna violation count 0, clock power share a little under two fifths, fmax ~190 MHz, Critical Path Source Type input pin, Post-synth EDFFs 0, FF-to-FF setup slack 9540 ps, top post-synthesis cells by count dfxtp_1, nor2_1, a222oi_1, top cells, area dfxtp_1, a211oi_2, a222oi_1, Worst EP required 13,280 ps, global-route usage over all layers about 29%, most common cell in the netlist dfxtp_1, FF-to-FF path depth 6, setup_tns 0 ps, cells after synthesis ~880, Detailed Route Iter0 Violations around 800, Synth warnings 1, fp util 41.2%, # port buffers around 300, placed cell area about 11,000 um2, slowest CP cell buf_4, cell row count about 51, power density cells about 110 nW/um2, hold path endpoint cur_text_row[3], worst flop-to-flop path endpoint current_data[8], clk slew on worst S/H paths around 60 ps, HP Start cur_text_row[3], first-pass detailed-route iteration total 9, Flops after synth approximately 140, critical path type input pin to flip-flop, Final Critical Period roughly 5200 ps, DPL Wire Length ~21,000 um, fin. max-slew vios 0, # clock sinks 144, crit path max fanout 57, P_leak roughly 4.2 nW, drc violations 0, ys cells just under 900, Total Wirelength approximately 30,000 um, Die Y approximately 140 um, vias 8,195, Seq share, synth about 36%, GRT overflow 0, RSZ-0062 raised after global routing false
## worst max-delay path, delay by kind of cell
family                 cells  cell delay [ps]
AOI/OAI and AO/OA          2              540
buffers and inverters      3             1690
and+or+nand+nor            2              600
## kinds of logic (layout without fill, tap and decap cells)
group	Yosys count	after routing	share of synthesized area, %
compound gates	357	357	40.8
simple gates	220	220	11.8
flops	144	144	35.6
other cells	1	1	0.0464
buf+inv	119	365	7.16
fa+ha+maj	9	9	1.39
xor+xnor	9	9	0.974
mux	17	17	2.13
## power by group through the flow
stage         registers [mW]  clock network [mW]  logic, mW
finish                 0.513               0.489      0.300
global route           0.518               0.515      0.326
CTS                    0.513               0.497      0.301
## cell usage in the layout (no fill, tap or decap), drive strengths merged, types with 5 or more instances in the layout
| master | synthesis | layout |
|---|---|---|
| clkdlybuf4s50 | 0 | 301 |
| dfxtp | 144 | 144 |
| nor2 | 121 | 121 |
| a211oi | 101 | 101 |
| a222oi | 89 | 89 |
| nand2 | 59 | 59 |
| o21ai | 37 | 37 |
| a21oi | 31 | 31 |
| inv | 16 | 24 |
| a221oi | 23 | 23 |
| clkbuf | 60 | 18 |
| o211a | 15 | 15 |
| mux2i | 15 | 15 |
| buf | 42 | 15 |
| o221ai | 13 | 13 |
| a32oi | 12 | 12 |
| nor2b | 9 | 9 |
| xnor2 | 9 | 9 |
| a22o | 9 | 9 |
| ha | 9 | 9 |
| a22oi | 8 | 8 |
| and2 | 8 | 8 |
| nand3 | 5 | 5 |
## registers in the layout, indices dropped and copies added, names as in the netlist
name,count
cur_text_col,7
cur_text_row,4
cs,5
current_data,128
## metal layers
metal  part of all wire [%]  wire length, um  up-vias  GRT usage, %
li1                       -                -     3937             -
met1                     45            13400     3896          43.4
met2                     45            13500      336          44.0
met3                    8.2             2460       26          6.57
met4                    1.6              473        0          4.16
met5                      0                0        -             0
## area by class of cell
cell class                      count  area [um2]  share of cell area, %
Tap cell                          265         332                   2.85
Multi-Input combinational cell    613        4650                   40.0
Clock buffer                       18         439                   3.77
Timing Repair Buffer              316        3130                   26.9
Clock inverter                     14         148                   1.27
Sequential cell                   144        2880                   24.8
Inverter                           17        63.8                  0.548
## worst max-delay path by stage
stage / startpoint / end / slack, ps / cells past startpoint
finish: write_display / current_data[91] / 7820 / 7
CTS: write_display / current_data[123] / 7880 / 7
global route: write_display / current_data[115] / 7670 / 7
## stage by stage
stage               cells  util [%]  setup WS, ps  power (mW)  hold WS [ps]
finish               1387      59.3          7820        1.30           478
CTS                  1387      59.3          7880        1.31           483
floorplan             876         -          9040       0.685           416
global placement     1355      56.3          7460       0.821           456
detailed placement   1355      56.3          7440       0.822           469
global route         1387      59.3          7670        1.36           499
No activity file was given, so power comes from the tool's default toggle rates.
