[flow/design.v]
module decrypt_rc4 #(
    parameter K_BYTES_LEN =  3,
    parameter M_BYTES_LEN = 16
) (
    input wire logic                                        clk,         
    input wire logic                                        reset,       
    input wire logic                                        enable,      
    input wire logic    [(K_BYTES_LEN * 8) - 1:0]           key,         
    input wire logic    [(M_BYTES_LEN * 8) - 1:0]           bytes_in,    
    output logic        [(M_BYTES_LEN * 8) - 1:0]           bytes_out,   
    output logic                                            done         
);
    typedef enum {S_INIT, S_LOOP1,
                    S_LOOP2_readSi, S_LOOP2_readSj, S_LOOP2_write,
                    S_LOOP3_init, S_LOOP3_readSi, S_LOOP3_readSj, S_LOOP3_writeSi, S_LOOP3_writeSj, S_LOOP3_readK,
                    S_update_text_out,
                    S_DONE} StateType;
    StateType cs;
    logic   [7:0]   i;                           
    logic   [7:0]   j;                           
    logic   [7:0]   j_calc;                      
    logic   [7:0]   ram_addr_a;
    logic   [7:0]   ram_addr_b;
    logic ram_we_a;
    logic ram_we_b;
    logic   [7:0]   ram_data_in_a;
    logic   [7:0]   ram_data_in_b;
    logic   [7:0]   ram_data_out_a;
    logic   [7:0]   ram_data_out_b;
    logic   [7:0]   Si_saved;                    
    logic   [7:0]   Sj_saved;                    
    logic   [7:0]   i_calc_loop3;                
    logic   [7:0]   j_calc_loop3;                
    logic   [7:0]   K_lookup;                    
    logic   [$clog2(K_BYTES_LEN)-1:0]  key_byte_idx;  
    logic   [$clog2(M_BYTES_LEN)-1:0]  msg_byte_idx;  
    always_ff @(posedge clk) begin
        if (cs == S_update_text_out) begin
            bytes_out[msg_byte_idx * 8 +: 8] <= bytes_in[msg_byte_idx * 8 +: 8] ^ ram_data_out_a;
        end
    end
    always_ff @(posedge clk) begin
        done <= 1'b0;
        if (reset) begin
            cs <= S_INIT;
        end else begin
            case(cs)
                S_INIT:
                    if (enable)
                        cs <= S_LOOP1;
                S_LOOP1:
                    if (i == 254)
                        cs <= S_LOOP2_readSi;
                S_LOOP2_readSi:
                    cs <= S_LOOP2_readSj;
                S_LOOP2_readSj:
                    cs <= S_LOOP2_write;
                S_LOOP2_write:
                    if (i == 255)
                        cs <= S_LOOP3_init;
                    else
                        cs <= S_LOOP2_readSi;
                S_LOOP3_init:
                    cs <= S_LOOP3_readSi;
                S_LOOP3_readSi:
                    cs <= S_LOOP3_readSj;
                S_LOOP3_readSj:
                    cs <= S_LOOP3_writeSi;
                S_LOOP3_writeSi:
                    cs <= S_LOOP3_writeSj;
                S_LOOP3_writeSj:
                    cs <= S_LOOP3_readK;
                S_LOOP3_readK:
                    cs <= S_update_text_out;
                S_update_text_out: begin
                    if (msg_byte_idx == 0) begin
                        cs <= S_DONE;
                        done <= 1'b1;
                    end else begin
                        cs <= S_LOOP3_readSi;
                    end
                end
                S_DONE:
                    if (!enable)
                        cs <= S_INIT;
            endcase
        end
    end
    always_ff @(posedge clk) begin
        case(cs)
        S_INIT: begin
            i <= 8'b0;
            j <= 8'b0;
            key_byte_idx <= 0;
        end
        S_LOOP1: begin
            i <= i + 2;
        end
        S_LOOP2_readSj: begin
            j <= j_calc;
        end
        S_LOOP2_write: begin
            i <= i + 1;
            if (key_byte_idx == K_BYTES_LEN - 1)
                key_byte_idx <= 0;
            else
                key_byte_idx <= key_byte_idx + 1;
        end
        S_LOOP3_init: begin
            i <= 0;
            j <= 0;
            msg_byte_idx <= (M_BYTES_LEN - 1);
        end
        S_LOOP3_readSi: begin
            i <= i_calc_loop3;
        end
        S_LOOP3_readSj: begin
            j <= j_calc_loop3;
        end
        S_update_text_out: begin
            msg_byte_idx <= msg_byte_idx - 1;
        end
        endcase
    end
    always_ff @(posedge clk) begin
        if (cs == S_LOOP2_readSj)
            Si_saved <= ram_data_out_a;
        if (cs == S_LOOP3_readSj)
            Si_saved <= ram_data_out_a;
        if (cs == S_LOOP3_writeSi)
            Sj_saved <= ram_data_out_a;
    end
    assign i_calc_loop3 = i + 1;
    assign j_calc = j + ram_data_out_a + key[key_byte_idx * 8 +: 8];
    assign j_calc_loop3 = (j + ram_data_out_a);
    assign K_lookup = Si_saved + Sj_saved;
    always_comb begin
        ram_addr_a = 8'bxxxxxxxx;
        ram_addr_b = 8'bxxxxxxxx;
        ram_data_in_a = 8'bxxxxxxxx;
        ram_data_in_b = 8'bxxxxxxxx;
        ram_we_a = 0;
        ram_we_b = 0;
        case(cs)
            S_LOOP1: begin
                ram_we_a = 1;
                ram_we_b = 1;
                ram_addr_a = i;
                ram_addr_b = i + 1;
                ram_data_in_a = i;
                ram_data_in_b = i + 1;
            end
            S_LOOP2_readSi: begin
                ram_addr_a = i;
            end
            S_LOOP2_readSj: begin
                ram_addr_a = j_calc;
            end
            S_LOOP2_write: begin
                ram_we_a = 1;
                ram_addr_a = i;
                ram_data_in_a = ram_data_out_a;
                ram_we_b = 1;
                ram_addr_b = j;
                ram_data_in_b = Si_saved;
            end
            S_LOOP3_readSi: begin
                ram_addr_a = i_calc_loop3;
            end
            S_LOOP3_readSj: begin
                ram_addr_a = j_calc_loop3;
            end
            S_LOOP3_writeSi: begin
                ram_we_a = 1;
                ram_addr_a = i;
                ram_data_in_a = ram_data_out_a;
            end
            S_LOOP3_writeSj: begin
                ram_we_a = 1;
                ram_addr_a = j;
                ram_data_in_a = Si_saved;
            end
            S_LOOP3_readK: begin
                ram_addr_a = K_lookup;
            end
        endcase
    end
    dual_port_ram #(.ADDR_WIDTH(8), .DATA_WIDTH(8)) ram_inst (
        .clk_a(clk),
        .clk_b(clk),
        .en_a(1'b1),
        .en_b(1'b1),
        .we_a(ram_we_a),
        .we_b(ram_we_b),
        .addr_a(ram_addr_a),
        .addr_b(ram_addr_b),
        .data_in_a(ram_data_in_a),
        .data_in_b(ram_data_in_b),
        .data_out_a(ram_data_out_a),
        .data_out_b(ram_data_out_b)
    );
endmodule
module dual_port_ram #(
    parameter ADDR_WIDTH=10,
    parameter DATA_WIDTH=32
)(
    input wire logic clk_a,
    input wire logic clk_b,
    input wire logic en_a,
    input wire logic en_b,
    input wire logic we_a,
    input wire logic we_b,
    input wire logic    [ADDR_WIDTH-1:0]    addr_a,
    input wire logic    [ADDR_WIDTH-1:0]    addr_b,
    input wire logic    [DATA_WIDTH-1:0]    data_in_a,
    input wire logic    [DATA_WIDTH-1:0]    data_in_b,
    output logic        [DATA_WIDTH-1:0]    data_out_a,
    output logic        [DATA_WIDTH-1:0]    data_out_b
);
logic   [DATA_WIDTH-1:0]    ram [(2**ADDR_WIDTH)-1:0];
always_ff @(posedge clk_a) begin
    if (en_a) begin
        if (we_a)
            ram[addr_a] <= data_in_a;
        data_out_a <= ram[addr_a];
    end
end
always @(posedge clk_b) begin
    if (en_b) begin
        if (we_b)
            ram[addr_b] <= data_in_b;
        data_out_b <= ram[addr_b];
    end
end
endmodule
[flow/run.sh]
#!/bin/bash
# OpenROAD 26Q1-2900-gdf79404cd8, Yosys 0.63+post, stock flow scripts
make -C /OpenROAD-flow-scripts/flow DESIGN_CONFIG=/design/flow/config.mk WORK_HOME=/design/flow/orfs finish
[flow/config.mk]
export PLATFORM = sky130hd
export DESIGN_NAME = decrypt_rc4
export DESIGN_NICKNAME = decrypt_rc4
export VERILOG_FILES = /design/flow/design.v
export SDC_FILE = /design/flow/constraint.sdc
export NUM_CORES = 4
export LEC_CHECK = 1
export CORE_UTILIZATION = 30
[flow/constraint.sdc]
current_design decrypt_rc4

set clk_period 66.2
set clk_io_pct 0.2

create_clock -name clk0 -period $clk_period [get_ports {clk}]

set non_clock_inputs [all_inputs -no_clocks]
set_input_delay [expr $clk_period * $clk_io_pct] -clock clk0 $non_clock_inputs
set_output_delay [expr $clk_period * $clk_io_pct] -clock clk0 [all_outputs]
==> summary.txt <==
Physical implementation status

TritonCTS built the clock tree. The number of slew-limit violations in the final report stands at 0. Setup repair after global routing left no endpoint under its margin. The final weighted congestion recorded by global placement is 0.964. The clock-pin slew reported for the worst setup and hold paths after clock tree synthesis stands at approximately 0.060 ns.

For this run, the slowest stage of the critical path takes between 1 and 1.5 ns. The leakage component of the power stands at roughly 49 nW. The startpoint identified for the worst register-to-register timing path is key_byte_idx[1]. The power per cell area stands at approximately 52 mW/mm^2.

The worst setup path is of the in2reg kind. The final hold violation count stands at 0. After synthesis the netlist holds a flip-flop and latch count of 2,236. Looking at hold timing, the worst path starts from cs[3]. The cell count of the worst hold path stands at 2. Yosys mapped the design onto approximately 85 distinct sky130hd cell types. In this run, post-CTS hold repair placed 0 buffers.

STA classifies the critical path endpoint as a flip-flop. The region available for standard cell placement spans approximately 0.39 mm^2. Once detail routing completed, the nets flagged for antenna violations numbered 0. The via count normalized by instance count stands at 5.57. The required time of the worst setup path stands at 66.94 ns. The starting DRC count in detailed routing stands at ~7.6k. The share of layout cells above drive strength 1 stands at 0.107. The routed design shows a wire length per standard cell of approximately 27 um. The report lists the number of standard-cell rows as around 230. The number of warnings issued by yosys stands at 2.

The number of buffers inserted during clock tree synthesis stands at 244. The number of flops mapped to enable cells by yosys stands at about 2.2k. Among the stages of the critical path, the cell type that occurs most often is buf_4. The area of the mapped netlist stands at 0.117 mm^2. Per the synth stats, the flop cell with the highest instance count is edfxtp_1. The boundary pin count stands at roughly 280. Grouping stages by cell kind, the critical path spends the most delay in buffers and inverters. Counting flops with an async set or reset pin after synthesis yields a share of 0. The wire length of the first global-routing pass stands at between 600 and 700 mm. Looking at the clock tree report, the H-tree level count equals 4. The total die area stands at approximately 0.39 mm^2.

In the post-route report, total wirelength is listed as between 400 and 500 mm. The number of vias in the routed layout stands at between 90k and 100k. Per the detailed placement report, the placed cell area equals between 0.1 and 0.15 mm^2. The width of the die stands at 626 um.

In this run the deepest clock path goes through 4 buffers. The tightest slew margin relative to the limit stands at 0.0601. In the floorplan report the effective utilization is 0.302.

The largest net degree at the start of global routing stands at between 100 and 150. The layout has about 38k filler cells. Per the timing report, the biggest fanout along the worst path comes to roughly 65. Walking the worst path, the cells encountered are clkdlybuf4s50_1 > mux2i_1 > o21ai_0 > ha_1 > inv_1 > fa_1 > o31a_2 > buf_4 > buf_4 > nand2_4 > buf_4 > buf_4 > buf_4 > buf_4 > mux2i_1 > a221oi_1 > o21ai_1 > a21oi_1 > o21a_1 > nor4_1 > o211ai_1.

The die is between 600 and 700 um tall. In this run the VDD rail shows a maximum IR drop of roughly 0.063 mV. The length of the first detailed-routing pass in iterations stands at 9.

STA classifies the critical path startpoint as an input pin. For the pin with the worst max-slew slack, the measured transition is between 1 and 1.5 ns. After clock tree synthesis, the repair step resized 0 gates. The clock latency at the later pin of the worst-skew pair stands at 0.99 ns. After clock tree synthesis, the setup repair step added 0 buffers. The signal arrival time at the worst endpoint stands at about 21 ns. The setup TNS stands at 0 ns. The number of antenna violations at the first check in global routing came to 25. According to the hold report, the worst path is of the reg2reg type.

The count of clock tree sinks stands at about 2.2k. On the critical path, the stage with the largest delay is an instance of nor4_1. The worst register-to-register path has a setup slack of about 58 ns. The tree is rooted in a clkbuf_16. The clock arrives with approximately 0.13 ns of skew. The via count of the first global-routing pass came to a little under 90k. The register share after synthesis stands at 0.573.

The number of buffers and inverters on the critical path is 8. Summed over all nets, the half-perimeter wirelength after detailed placement is 263 mm. The cell count of the worst reg-to-reg path stands at 21.

Per the GRT congestion report, total overflow comes to 0. Post-route period utilization is reported as 0.308. The count of mapped cells out of synthesis stands at around 11k.

For the worst reg-to-reg path, the endpoint reported by OpenROAD is ram_inst.data_out_a[4]. Per the post-synthesis stats, the area per cell is 10.7 um^2. In this run the maximum-capacitance check reported violations numbering 0.

The worst hold path terminates at cs[3]. The signed area change from the synthesized netlist to the final layout stands at 14.3%. The number of remaining DRC errors stands at 0. For this design, Yosys synthesis ends with a cell count of 10.9k. The final critical-path required period stands at between 20 and 25 ns. Input and output buffers added on the ports amount to ~280.

Total power for the finished layout comes to around 6.9 mW. The total non-filler cell area in the finished layout stands at 0.134 mm^2. Derived from the worst setup path, the maximum achievable clock frequency is 49.0 MHz.

The post-synthesis chip area from yosys stands at ~0.12 mm^2. The count of endpoints failing setup in the final report stands at 0. The aggregate global-route resource usage stands at 0.229. The flow ran to the end, and the final reports show no timing, DRC or antenna violations. The warning total across the stage logs stands at ~50.
==> through the flow <==
stage           util  hold WS, ns  cells  setup WS (ns)
6_report       0.345        0.473  16230          45.80
5_1_grt        0.345        0.504  16199          45.66
4_1_cts        0.345        0.473  16188          46.14
3_5_place_dp   0.326        0.464  15747          45.18
3_3_place_gp   0.326        0.449  15747          45.15
2_1_floorplan      -        0.439  10940          49.32
==> cells in the mapped netlist, types with 59 or more instances <==
cell type  number  area share
o21ai_0       855       0.037
a31oi_1       152      0.0081
and3_1        167      0.0089
nor2_1        238      0.0076
nand2_1      2615       0.084
mux2i_1      1203        0.10
edfxtp_1     2214        0.57
nor2_2         59      0.0032
nand3_1       651       0.028
a22o_1         74      0.0055
buf_2         278       0.012
clkbuf_1      792       0.025
a21oi_1       198      0.0085
mux2_2         68      0.0066
o21ai_1       189      0.0081
a2111oi_0      73      0.0055
o22ai_1       162      0.0087
a32oi_1       120      0.0090
a311oi_1      146       0.011
==> worst max-delay path by stage <==
stage                       endpoint  slack [ns]     from  cells after the start
finish        ram_inst.data_out_a[4]       45.80   key[0]                     21
CTS           ram_inst.data_out_a[1]       46.14   key[0]                     21
global route  ram_inst.data_out_a[4]       45.66  key[16]                     21
==> kinds of logic (layout without fill, tap and decap cells) <==
family | count (synthesis) | after routing | synth area share
other | 0 | 42 | 0
adders and majority gates | 32 | 32 | 0.00362
muxes | 1290 | 1290 | 0.113
and+or+nand+nor | 3991 | 3991 | 0.149
DFF | 2236 | 2236 | 0.573
xor gates and xnor gates | 31 | 31 | 0.00244
buffers and inverters | 1172 | 1245 | 0.0416
AOI/OAI and AO/OA | 2188 | 2188 | 0.117
==> cell usage in the layout, fill, tap and decap left out, types with 146 or more instances in the layout <==
cell type / count
nand2_1: 2591
edfxtp_1: 2214
mux2i_1: 1200
o21ai_0: 850
nand3_1: 649
buf_4: 481
clkdlybuf4s50_1: 283
clkbuf_16: 247
nor2_1: 236
a21oi_1: 196
o21ai_1: 189
and3_1: 166
o22ai_1: 162
a31oi_1: 152
a311oi_1: 146
==> final cells by class <==
cell class	count	area [um^2]	area share
repair buffers	780	6760	0.0507
diodes	42	105	0.000787
clock inverters	132	1090	0.00818
inverters	24	90.1	0.000675
flip-flops and latches	2236	66900	0.501
clock buffers	309	6450	0.0483
multi-input cells	7532	45600	0.342
well taps	5175	6470	0.0485
==> state kept, by name (all words and copies together), names as in the netlist <==
register             flops
ram_inst.data_out_a      8
cs                      13
Sj_saved                 8
ram_inst.ram          2048
done                     1
Si_saved                 8
key_byte_idx             2
bytes_out              128
i                        8
j                        8
msg_byte_idx             4
==> where the power goes <==
| group | total [mW] | switching (mW) | internal [mW] |
|---|---|---|---|
| clock | 1.33 | 0.589 | 0.740 |
| sequential | 1.65 | 0.0134 | 1.63 |
| combinational | 3.91 | 2.94 | 0.974 |
==> worst register-to-register path: cells and delay by family (launching register included) <==
family,cells,cell delay (ns)
and+or+nand+nor,4,2.19
muxes,1,0.29
buffers and inverters,7,3.24
AOI/OAI and AO/OA,7,1.41
DFF,1,0.62
adders and majority gates,2,0.77
==> metal layers <==
layer / vias to the layer above / track usage / wire (um)
li1: 40184 / - / -
met1: 43682 / 0.279 / 155000
met2: 5327 / 0.327 / 191000
met3: 1134 / 0.140 / 65500
met4: 36 / 0.106 / 25300
met5: - / 0.0105 / 610
Power is estimated from default activity; no workload was simulated.
